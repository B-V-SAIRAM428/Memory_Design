File: config.mk
export PLATFORM = sky130hd
export DESIGN_NAME = syn_FIFO
export DESIGN_NICKNAME = syn_FIFO
export VERILOG_FILES = /design/flow/design.v
export SDC_FILE = /design/flow/constraint.sdc
export NUM_CORES = 4
export LEC_CHECK = 1
export CORE_UTILIZATION = 40
File: constraint.sdc
current_design syn_FIFO

set clk_period 68.3
set clk_io_pct 0.2

create_clock -name clk0 -period $clk_period [get_ports {clk}]

set non_clock_inputs [all_inputs -no_clocks]
set_input_delay [expr $clk_period * $clk_io_pct] -clock clk0 $non_clock_inputs
set_output_delay [expr $clk_period * $clk_io_pct] -clock clk0 [all_outputs]
File: design.v
module syn_FIFO#(parameter data_width = 8, parameter depth=512)(
    input clk,
    input rst,
    input [data_width-1:0] wr_data,
    input wr_en,
    input rd_en,
    output  full,
    output  empty,
    output reg[data_width-1:0] rd_data,
    output reg rd_valid
    );
localparam addr_width = $clog2(depth);
reg [data_width-1:0] FIFO_data[0:depth-1];
reg [addr_width:0] wr_ptr,rd_ptr;
integer i;
always @(posedge clk ) begin
    if (rst) begin
        wr_ptr<= 0; 
    end else if (wr_en && !full) begin
        FIFO_data[wr_ptr[addr_width-1:0]]<=wr_data;
        wr_ptr<=wr_ptr+1;
    end
end
always @(posedge clk) begin
    if (rst) begin 
        rd_ptr<=9'd0;
        rd_valid<=1'b0;
        rd_data<=8'd0;
    end else if (rd_en && !empty) begin 
        rd_data<= FIFO_data[rd_ptr[addr_width-1:0]];
        rd_ptr<=rd_ptr+1; 
        rd_valid<=1;
   end
end
assign full = (~wr_ptr[addr_width] == rd_ptr[addr_width]) && (wr_ptr[addr_width-1:0] == rd_ptr[addr_width-1:0]);
assign empty = (wr_ptr == rd_ptr);
endmodule
File: run.sh
#!/bin/bash
# OpenROAD 26Q1-2900-gdf79404cd8, Yosys 0.63+post, stock flow scripts
make -C /OpenROAD-flow-scripts/flow DESIGN_CONFIG=/design/flow/config.mk WORK_HOME=/design/flow/orfs finish
==> results.txt <==
Quick summary of the implementation run below.

The top-area cell type share of the netlist area came out at 76.7%. The routed length per placed instance is 37.0 µm. Looking at the global route congestion table, the highest-usage layer is met2.

The internal power summed over all cells is 4400 µW. The met1 track demand over resource in global routing came out at 28.0%. The pin count of the biggest net entering global routing is 95. The initial antenna violation count came out at 36.

The routability congestion estimate came out at 0.987. The sequential fraction of design power came out at 48.7%. The count of TritonRoute iterations in the first routing pass is 9. The OpenROAD warning count is 29. The y dimension of the die came out at 635 µm.

The area taken by flip-flops and latches came out at 124,000 µm². The largest stage delay on the critical path came out at 0.74 ns. The final clock skew came out at 0.0654 ns. The worst setup path is launched from a register. The register share after synthesis is 77.0%. The tree is rooted in a sky130_fd_sc_hd__clkbuf_16. A synthesized cell averages 20.9 µm². The clock network power share is 41.0%. In this run the worst hold path is classified as reg -> reg.

In this run, synthesis inferred 4,096 flip-flops with an integrated enable. Per the final layout report, the fraction of cells sized above drive strength 1 comes to 23.7%. The count of max-cap constraint violations is 0. The net switching fraction of the power is 23.1%. The remaining design rule violation count is 0.

The flow ran to the end, and the final reports show no timing, DRC or antenna violations. The initial core utilization came out at 40.2%. The residual overflow from global routing is 0. The endpoint arrival time on the critical path came out at 3.70 ns. Routing resource usage on met2 recorded by global route was 37.7%. The maximum clock insertion buffer count came out at 4. TritonCTS built the clock tree.

The cell type that accounts for the most area after synthesis is sky130_fd_sc_hd__edfxtp_1. The unique cell type count in the Yosys netlist is 80. Per the Yosys statistics, synthesis produced 7,674 cells. The critical path maximum fanout is 28. The width of the die is 635 µm. The number of post-CTS setup repair buffers is 0. The maximum operating frequency is 0.0576 GHz. The final clock period utilization by the worst path is 25.4%. The peak supply drop is 0.0243 mV. At the worst endpoint, the required time is 54.64 ns.

The power report puts the net switching power at 1320 µW. The power after layout came out at 5730 µW. During I/O placement, the number of pins put on the boundary was 23. In this run the layout overhead on the synthesized area is reported as 13.2%. Counting flops and latches in the post-synthesis netlist gives 4,125. The area of the core region is 399,000 µm². The clock tree has to reach 4,125 sinks.

Per STA, the worst path is made up of xor2_1 > nor4_1 > nand3_1 > nor2_1 > clkdlybuf4s50_1. The post-route minimum period came out at 17.36 ns. The most frequent logic cell in the layout is sky130_fd_sc_hd__edfxtp_1. The final layout reports a setup TNS of 0 ns.

In the layout the commonest cells are sky130_fd_sc_hd__edfxtp_1 (4,096), sky130_fd_sc_hd__mux4_2 (905), sky130_fd_sc_hd__nor2_1 (584). The clock transition at the registers of the reported paths is 0.06 ns. The count of pins over their slew limit is 0.

For this run, the leading register cell type out of synthesis is sky130_fd_sc_hd__edfxtp_1. In the post-route report, total wirelength is listed as 504,000 µm. The hold buffer count at CTS is 0.

The number of vias in the routed layout came out at 82,200. Yosys reported that registers with async set or reset make up 0%. The met3 track demand over resource in global routing is 26.9%. Total power normalized to cell area comes to 31.5 nW/µm². In the post-synthesis netlist, the biggest area contributors are sky130_fd_sc_hd__edfxtp_1 (77%), sky130_fd_sc_hd__mux4_2 (13%), sky130_fd_sc_hd__mux2i_1 (2.4%). The total CTS buffers came out at 410. The total die size came out at 404,000 µm². The combinational group share of total power is 10.2%. The element type at the critical path end is an output pin. The first-pass GRT wire length is 703,000 µm. Looking at the clock tree report, the H-tree level count equals 5. After the flow finishes, the layout carries non-filler instances totaling 13,600.

The chip area line in the Yosys stat output reads 160,000 µm². The number of placed instances with taps included is 12,800. The library cell contributing the largest single delay on the critical path is sky130_fd_sc_hd__dfxtp_4.

The clock insertion delay at the later pin of the skew report is 0.99 ns. The count of antenna-violating nets left after detailed routing came out at 0. The total number of placement rows came out at 232. The average via count per standard cell came out at 6.03. The yosys warning tally came out at 1.

The transition time at the pin with the least slew margin is 1.18 ns. Setup repair after global routing left no endpoint under its margin. The most critical hold endpoint after final layout shows a slack of 0.483 ns. The worst slew margin relative to its limit is 20.4%. The synthesized netlist handed to floorplanning was reported with a cell count of 7,674. The final tally of hold violations came out at 0. The number of fillers in the final layout came out at 32,400. The static power due to leakage came out at 0.0543 µW. The worst setup path category is reg -> out. The starting DRC count in detailed routing came out at 6,351. The number of global-route vias before repair came to 92,300.

The report lists the number of cells resized after CTS as 0. The end-of-flow core utilization is 45.5%. The area taken by multi-input combinational cells is reported as 34,200 µm². The port buffer count came out at 22.

The overall fraction of global-route tracks in use is 27.6%. The estimated wirelength of the detail-placed design came out at 316,000 µm. The final tally of setup violations is 0. The post-synthesis instance area came out at 160,000 µm².
==> layout make-up <==
class | instances | share of cell area (%)
clock buffers | 478 | 5.91
well taps | 5265 | 3.63
repair buffers | 365 | 1.65
diodes | 47 | 0.0647
multi-input cells | 3050 | 18.8
inverters | 11 | 0.0269
clock inverters | 283 | 1.83
flip-flops and latches | 4125 | 68.0
==> power groups by stage <==
stage / sequential, µW / clock (µW) / combinational, µW
after CTS: 2790 / 2370 / 584
final: 2790 / 2350 / 585
after global routing: 2790 / 2470 / 615
==> path summary, 6_finish.rpt <==
path	endpoint	cells after the start	slack (ns)	start
worst max-delay path	empty	5	50.94	rd_ptr[2]
worst min-delay path	rd_valid	2	0.48	rd_valid
worst max register to register	rd_data[6]	11	61.70	rd_ptr[1]
worst min register to register	rd_valid	2	0.48	rd_valid
==> critical path: cells and delay by family (launching register included) <==
family / cells / cell delay [ns]
buf+inv: 1 / 0.48
xor+xnor: 1 / 0.14
flops: 1 / 0.74
simple gates: 3 / 1.35
==> per-stage QoR <==
stage               setup slack (ns)  cell area [µm²]
finish                         50.94           182000
global route                   50.89           182000
CTS                            50.96           182000
detailed placement             50.85           167000
global placement               50.89           167000
floorplan                      52.70           160000
==> synth_stat cells, drive strengths merged (6+ instances only) <==
master / count
nor2b: 25
and3: 6
clkbuf: 200
dfxtp: 29
o221ai: 41
a211oi: 29
o22ai: 76
nand4: 11
xnor2: 11
o211ai: 19
a22o: 18
nand3: 63
o21ai: 88
xor2: 16
mux4: 905
mux2i: 377
edfxtp: 4096
a2111oi: 27
nand2b: 10
a221o: 6
a22oi: 148
nor4: 14
buf: 288
nor2: 591
and2: 12
a31oi: 27
a221oi: 49
a21oi: 128
a311oi: 10
nand3b: 6
o31ai: 11
inv: 7
or3: 7
mux2: 20
nor3: 45
nand2: 172
o2111ai: 9
==> cell families (layout without fill, tap and decap cells) <==
logic type / count (synthesis) / count (layout) / share of synthesized area [%]
other: 0 / 47 / 0
AND-OR/OR-AND: 729 / 729 / 3.17
multiplexers: 1302 / 1302 / 15.2
XOR/XNOR: 27 / 27 / 0.147
buffers and inverters: 499 / 1137 / 1.81
adder cells (fa/ha/maj): 5 / 5 / 0.0390
flip-flops: 4125 / 4125 / 77.0
AND/OR/NAND/NOR: 987 / 987 / 2.62
==> flip-flops by register name, indices dropped and copies added (netlist names) <==
signal / cells
rd_data: 8
FIFO_data: 4096
rd_ptr: 10
rd_valid: 1
wr_ptr: 10
==> layer usage <==
metal | up-vias | share of wire [%]
li1 | 32700 | -
met3 | 1125 | 22
met2 | 7383 | 44
met5 | - | 0.52
met4 | 73 | 5.3
met1 | 40900 | 28
Power figures rest on the tool's default switching activity, not on a simulated workload.
