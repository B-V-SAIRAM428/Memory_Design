File: flow/design.v
module FIFO # ( parameter integer wr_width = 16,
                      parameter integer rd_width = 8,
                      parameter integer depth= 512,
                      parameter integer width = (wr_width < rd_width)? wr_width : rd_width  )
    (
    input wr_clk,
    input wr_rst,
    input wr_en,
    input [wr_width-1:0] wr_data,
    input rd_clk,
    input rd_rst,
    input rd_en,
    output wire full,
    output wire empty,
    output reg [rd_width-1:0] rd_data,
    output reg rd_valid
    );
    localparam addr_width = $clog2(depth);
    reg [addr_width:0] wr_addr, rd_addr;
    wire [addr_width:0] wr_addr_b2g;
    reg  [addr_width:0]wr_addr_g2b;
    wire [addr_width:0] rd_addr_b2g;
    reg [addr_width:0] rd_addr_g2b;
    reg [addr_width:0] wr_addr_b2g_syn1,wr_addr_b2g_syn2;
    reg [addr_width:0] rd_addr_b2g_syn1,rd_addr_b2g_syn2;
    reg [width-1:0] mem [depth-1:0] ;
    integer w,r;
    localparam k1= wr_width / width;   
    localparam k2= rd_width / width;  
    assign wr_addr_b2g = (wr_addr>>1) ^ wr_addr;
    assign rd_addr_b2g = (rd_addr>>1) ^ rd_addr;
    always@(posedge rd_clk) begin
        if(rd_rst) begin
            wr_addr_b2g_syn1 <= 0;
            wr_addr_b2g_syn2 <= 0;
        end else begin 
            wr_addr_b2g_syn1 <= wr_addr_b2g;
            wr_addr_b2g_syn2 <= wr_addr_b2g_syn1;
        end
    end
    always@(posedge wr_clk) begin
        if(wr_rst) begin
            rd_addr_b2g_syn1 <= 0;
            rd_addr_b2g_syn2 <= 0;
        end else begin 
            rd_addr_b2g_syn1 <= rd_addr_b2g;
            rd_addr_b2g_syn2 <= rd_addr_b2g_syn1;
        end
    end
    assign full = (wr_addr_b2g =={~rd_addr_b2g_syn2[addr_width],rd_addr_b2g_syn2[addr_width-1:0]});
    assign empty = (wr_addr_b2g_syn2[addr_width:0] == rd_addr_b2g[addr_width:0]) ;
    always@(posedge wr_clk) begin
        if (wr_rst) begin
            wr_addr <= 0;
        end else if (wr_en && !full && (wr_addr + k1 <= depth)) begin
            for (w=0; w<k1; w=w+1) begin
                mem[wr_addr+w] <= wr_data[(w+1)*width-1 -: width];
            end
            wr_addr <= wr_addr+k1;
       end
   end
       always@(posedge rd_clk) begin
        if (rd_rst) begin
            rd_addr <= 0;
            rd_data <= 0;
            rd_valid <= 0;
        end else if (!empty && rd_en && (rd_addr + k2 <= depth)) begin
            for (r=0; r<k2; r=r+1) begin
                rd_data[(r+1)*width-1 -: width] <= mem[rd_addr+r];
            end
            rd_addr <= rd_addr+k2;
            rd_valid <=1;
       end
       else 
            rd_valid <=0;
       end
endmodule
File: flow/run.sh
#!/bin/bash
# OpenROAD 26Q1-2900-gdf79404cd8, Yosys 0.63+post, stock flow scripts
make -C /OpenROAD-flow-scripts/flow DESIGN_CONFIG=/design/flow/config.mk WORK_HOME=/design/flow/orfs finish
File: flow/config.mk
export PLATFORM = sky130hd
export DESIGN_NAME = FIFO
export DESIGN_NICKNAME = FIFO
export VERILOG_FILES = /design/flow/design.v
export SDC_FILE = /design/flow/constraint.sdc
export NUM_CORES = 4
export LEC_CHECK = 1
export CORE_UTILIZATION = 40
File: flow/constraint.sdc
current_design FIFO

set clk_period 85.4
set clk_io_pct 0.2

create_clock -name clk0 -period $clk_period [get_ports {rd_clk}]
create_clock -name clk1 -period $clk_period [get_ports {wr_clk}]

set non_clock_inputs [all_inputs -no_clocks]
set_input_delay [expr $clk_period * $clk_io_pct] -clock clk0 $non_clock_inputs
set_output_delay [expr $clk_period * $clk_io_pct] -clock clk0 [all_outputs]
==> flow_summary.yaml <==
# implementation run metrics
floorplan:
  die_h_um: 636
  fp-row-count: 232
  core_um2: 400000
  dieArea_um2: 404000
  ios: 33
  initCoreUtil: 0.402
  fp.dieW_um: 636
setup_path:
  r2r_slack_ns: 78.15
  slowest_stage: "dfxtp_1"
  crit_fanout: 14
  reg2reg_depth: 13
  crit_chain: "ha_1 > xnor2_1 > nand4_1 > nor4_1 > buf_4 > clkdlybuf4s50_1"
  endpoint_kind: "output port"
  reg2reg_from: "rd_addr[1]"
  crit_path_start: "wr_addr[1]"
  worstReg2RegEnd: "rd_data[7]"
  worstPathRequired_ns: 68.32
  start_kind: "register"
  arrival_ns: 3.39
  cpPeakStageDelay_ns: 0.76
  critPathKind: "register to output port"
sta:
  rsz0062_at_grt: "false"
  setup_viol: 0
  holdWs_ns: 0.204
  slew_headroom: 0.261
  report.final.slew_viol_count: 0
  fin_tns_setup_ns: 0
  clock-skew-final_ns: 0.0538
  hold_violations: 0
  worst_pin_slew_ns: 1.11
pwr:
  ir_worst_vdd_mv: 0.0205
  power_density_nw_per_um2: 24.9
  p_leak_nw: 56.4
drt:
  wl_per_cell_um: 31.8
  drt_pass1_iterations: 7
  antenna_left: 0
  vias: 76200
  drt-vias-per-instance: 5.70
  finalWirelength_mm: 425
  drc_errors: 0
  drt_iter0_drc: 5116
synth:
  ys_types: 69
  topCellsByArea: "edfxtp_1, mux4_2, mux2i_1"
  seq_area_frac_synth: 0.774
  ys_sh_mux: 0.167
  ys_seq_elements: 4164
  synth_top_area_share: 0.765
  syn_area_per_cell_um2: 22.5
  simple_gate_share: 0.0218
  synthesis.area_um2: 161000
  syn_inst: 7158
  yosys.area_share.adder: 0.00218
  synth_stat.cells: 7158
  ys_sh_aoi: 0.0175
  logic_family: "multiplexers"
  ys_sh_xor: 0.00229
  ys.flop_type: "edfxtp_1"
  ys_area_um2: 161000
  yosysWarnings: 1
  async_flop_share: 0
  post-synth-top-area-cell: "edfxtp_1"
  edf_count: 4096
place:
  gp_congestion: 0.896
  io_buffers: 31
  dp_hpwl_mm: 258
  placed_area_um2: 170000
final_layout:
  area_delta_synth_final_pct: 14.0
  design_area_um2: 183000
  layout_top_cell: "edfxtp_1"
  final_cell_mix: "edfxtp_1, mux4_2, buf_4"
  drive_gt1_frac: 0.283
global_route:
  grt_max_degree: 92
  antenna_found_initial: 11
  grt_usage: 0.234
  grt_pass1_wl_mm: 612
  grt_pass1_vias: 85100
  overflow: 0
clock_tree:
  tritoncts: "built"
  clock_sinks: 4164
  path_clk_slew_ns: 0.08
  cts_setup_buffers: 0
  post_cts_resized: 0
run:
  tool_warnings: 38
  maxCapViolCount: 0
worst_hold_path:
  hold_end: "rd_addr_b2g_syn1[8]"
  hp-class: "register to register"
  hold_start: "rd_addr[9]"
  holdPathStages: 2
status:
  status: "finished, final reports clean"
[cell type report]
| type | instances | area (um^2) |
|---|---|---|
| Antenna cell | 4 | 10.0 |
| Inverter | 13 | 68.8 |
| Clock buffer | 493 | 11000 |
| Timing Repair Buffer | 564 | 4510 |
| Tap cell | 5265 | 6590 |
| Fill cell | 32000 | 216000 |
| Multi-Input combinational cell | 2579 | 34000 |
| Clock inverter | 287 | 2650 |
| Sequential cell | 4164 | 124000 |
[per-layer routing]
layer	share of wire	track usage	up-vias
met5	0.0013	0.00874	-
met4	0.038	0.0678	15
met3	0.18	0.191	723
met2	0.47	0.341	5014
met1	0.31	0.267	38900
li1	-	-	31500
[worst max path at each step]
stage,to,slack (ns),cells after the start
6_report,full,64.93,6
5_1_grt,full,64.77,6
4_1_cts,full,64.84,6
[worst max-delay path, delay by kind of cell, from the launching register on]
family	cells	cell delay (ns)
buf+inv	2	0.69
fa+ha+maj	1	0.39
flops	1	0.76
xor+xnor	1	0.16
simple gates	2	0.42
[report_power, final]
| group | internal (mW) | switching, mW | total (mW) |
|---|---|---|---|
| logic | 0.221 | 0.271 | 0.492 |
| clock network | 1.05 | 0.769 | 1.82 |
| registers | 2.25 | 0.00671 | 2.25 |
[logic make-up (layout without fill, tap and decap cells)]
family | count (synthesis) | in the layout
AOI/OAI and AO/OA | 396 | 396
xor gates and xnor gates | 42 | 42
adders and majority gates | 28 | 28
buffers and inverters | 415 | 1357
DFF | 4164 | 4164
muxes | 1326 | 1326
other | 0 | 4
and+or+nand+nor | 787 | 787
[synth_stat cells (all sizes together), types with 8 or more instances]
cell     instances
edfxtp        4096
mux4          1088
nor2           325
buf            286
mux2i          222
nand2          211
clkbuf         116
dfxtp           68
nor2b           61
a21oi           57
a22oi           53
nand3           53
a211oi          52
o22ai           43
o21ai           38
nor3            34
and2            33
ha              28
a31oi           27
xnor2           26
a221oi          23
o221ai          19
mux2            16
nand4           16
xor2            16
and3            13
o211ai          12
inv             11
nor4            10
a2111oi          9
nand2b           8
[per-stage QoR]
stage	cells	util	setup WS [ns]	power, mW
floorplan	7158	-	65.98	2.64
finish	13400	0.458	64.93	4.56
CTS	13400	0.458	64.84	4.61
detailed placement	12600	0.424	64.13	2.80
global placement	12600	0.424	64.18	2.80
global route	13400	0.458	64.77	4.70
[timing repair]
item / in CTS / in global routing
hold endpoints to repair: 1 / 0
hold buffers: 1 / 0
setup endpoints to repair: 0 / 0
[registers in the layout (all words and copies together), names as in the netlist]
register,flops
rd_valid,1
rd_addr_b2g_syn2,10
wr_addr,9
rd_data,8
wr_addr_b2g_syn2,10
mem,4096
rd_addr,10
rd_addr_b2g_syn1,10
wr_addr_b2g_syn1,10
No activity file was given, so power comes from the tool's default toggle rates.
